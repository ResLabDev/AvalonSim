<file path="/design/flow/config.mk">
export PLATFORM = sky130hd
export DESIGN_NAME = avalon_master
export DESIGN_NICKNAME = avalon_master
export VERILOG_FILES = /design/flow/design.v
export SDC_FILE = /design/flow/constraint.sdc
export NUM_CORES = 4
export LEC_CHECK = 1
export CORE_UTILIZATION = 40
</file>
<file path="/design/flow/constraint.sdc">
current_design avalon_master

set clk_period 11.4
set clk_io_pct 0.2

create_clock -name clk0 -period $clk_period [get_ports {clk}]

set non_clock_inputs [all_inputs -no_clocks]
set_input_delay [expr $clk_period * $clk_io_pct] -clock clk0 $non_clock_inputs
set_output_delay [expr $clk_period * $clk_io_pct] -clock clk0 [all_outputs]
</file>
<file path="/design/flow/design.v">
module avalon_master
#( parameter
    ADDRESS_SIZE        = 32,     
    DATA_SIZE           = 32,     
    OPCODE_SIZE         = 4,      
    INSTR_SIZE          = 68,     
    INSTR_LIMIT_SIZE    = 7      
)
( 
    input wire clk, 
    input wire reset,
    output reg                          avmaster_chipselect,
    output reg                          avmaster_read,
    output reg                          avmaster_write,
    output wire [ADDRESS_SIZE-1:0]      avmaster_address,
    output wire [DATA_SIZE-1:0]         avmaster_writedata,
    input wire [DATA_SIZE-1:0]          avmaster_readdata,
    output wire [DATA_SIZE-1:0]         readdataWatch,
    output wire [INSTR_LIMIT_SIZE-1:0]  programCounter,
    input wire [INSTR_SIZE-1:0]         instructionVector,
    output wire                         simReady
  );
    localparam
       AVALON_DELAY       = 25,  
       AVALON_PARAM_SIZE   = 8;  
    localparam [2:0]
       ST_FETCH         = 3'h0,
       ST_READ_TIMING   = 3'h1,
       ST_READ_LATENCY  = 3'h2,
       ST_WRITE_TIMING  = 3'h3,
       ST_WRITE_HOLD    = 3'h4,
       ST_WAIT          = 3'h5,          
       ST_LOAD          = 3'h6,
       ST_PC_INCR       = 3'h7;
     localparam [3:0]
       NOP     = 4'h0,  
       READ    = 4'h1,  
       WRITE   = 4'h2,  
       WAIT    = 4'h3,  
       LOAD    = 4'h4;  
    wire [3:0]              opCode;   
    wire [ADDRESS_SIZE-1:0]    address;  
    wire [DATA_SIZE-1:0]    data;     
    reg [2:0] stateNext_reg, state_reg;
    reg [AVALON_PARAM_SIZE-1:0]
        av_setupNext_reg, av_setup_reg, av_setupStore_reg,                       
        av_readWaitNext_reg, av_readWait_reg, av_readWaitStore_reg,              
        av_writeWaitNext_reg, av_writeWait_reg, av_writeWaitStore_reg,           
        av_holdNext_reg, av_hold_reg, av_holdStore_reg,                          
        av_readLatencyNext_reg, av_readLatency_reg, av_readLatencyStore_reg;     
    wire [AVALON_PARAM_SIZE-1:0] setup, readWait, writeWait, hold, readLatency;  
    reg [DATA_SIZE-1:0] waitCount_reg, wait_reg, waitNext_reg;   
    reg waitCountReset_reg;                                      
    wire waitEnd;                                                
    reg [7:0] pcNext_reg, pc_reg;  
    reg readDataEN_reg, loadEN_reg;
    always @ (posedge clk) begin
        if (waitCountReset_reg) begin
            waitCount_reg <= 0;
        end
        else begin
            waitCount_reg <= waitCount_reg + 1;
        end
    end
    always @ (posedge clk, posedge reset) begin
        if (reset) begin
            state_reg <= 0;
            pc_reg <= 0;
            av_setup_reg <= 0;
            av_readWait_reg <= 0;
            av_writeWait_reg <= 0;
            av_hold_reg <= 0;
            av_readLatency_reg <= 0;
            av_setupStore_reg <= 0;
            av_readWaitStore_reg <= 0;
            av_writeWaitStore_reg <= 0;
            av_holdStore_reg <= 0;
            av_readLatencyStore_reg <= 0;    
            wait_reg <= 0;
       end
       else begin
            state_reg <= stateNext_reg;
            pc_reg <= pcNext_reg;
            av_setup_reg <= av_setupNext_reg;
            av_readWait_reg <= av_readWaitNext_reg;
            av_writeWait_reg <= av_writeWaitNext_reg;
            av_hold_reg <= av_holdNext_reg;
            av_readLatency_reg <= av_readLatencyNext_reg;
            wait_reg <= waitNext_reg;
            if (loadEN_reg) begin
                av_setupStore_reg <= setup;
                av_readWaitStore_reg <= readWait;
                av_writeWaitStore_reg <= writeWait;
                av_holdStore_reg <= hold;
                av_readLatencyStore_reg <= readLatency; 
            end
        end
     end
     always @* begin
        stateNext_reg = state_reg;
        pcNext_reg = pc_reg;
        av_setupNext_reg= av_setup_reg;
        av_readWaitNext_reg = av_readWait_reg;
        av_writeWaitNext_reg = av_writeWait_reg;
        av_holdNext_reg = av_hold_reg;
        av_readLatencyNext_reg = av_readLatency_reg;
        waitNext_reg = wait_reg;
        avmaster_chipselect = 1'b0;
        avmaster_read = 1'b0;
        avmaster_write = 1'b0;
        waitCountReset_reg = 1'b1;
        readDataEN_reg = 1'b0;
        loadEN_reg = 1'b0;
        case (state_reg)
            ST_FETCH: begin
                case (opCode)
                    NOP:  begin                              
                        stateNext_reg = ST_PC_INCR;          
                    end
                    READ: begin                              
                      stateNext_reg = ST_READ_TIMING;
                      av_setupNext_reg = av_setupStore_reg;
                      av_readWaitNext_reg = av_readWaitStore_reg;
                      av_readLatencyNext_reg = av_readLatencyStore_reg;
                    end
                    WRITE: begin                             
                      stateNext_reg = ST_WRITE_TIMING;
                      av_setupNext_reg = av_setupStore_reg;
                      av_writeWaitNext_reg = av_writeWaitStore_reg;
                      av_holdNext_reg = av_holdStore_reg; 
                    end
                    WAIT: begin                              
                      stateNext_reg = ST_WAIT;
                    end
                    LOAD: begin                              
                      stateNext_reg = ST_LOAD;
                    end
                    default: stateNext_reg = ST_PC_INCR;     
                  endcase  
                if (opCode == WAIT) begin
                    waitNext_reg = data;
                end
                else begin
                    waitNext_reg = AVALON_DELAY;  
                end
             end  
            ST_READ_TIMING: begin
                avmaster_chipselect = 1'b1;
                if (av_setup_reg) begin
                    av_setupNext_reg = av_setup_reg - 1;
                end
                else if (av_readWait_reg) begin
                    av_readWaitNext_reg = av_readWait_reg - 1;
                    avmaster_read = 1'b1;
                end
                else if (av_readLatency_reg) begin
                    av_readLatencyNext_reg = av_readLatency_reg - 1;
                    stateNext_reg = ST_READ_LATENCY;
                    avmaster_read = 1'b1;
                end
                else begin
                    avmaster_read = 1'b1;
                    stateNext_reg = ST_WAIT;
                    avmaster_read = 1'b1;
                    readDataEN_reg = 1'b1;
                end
             end  
            ST_READ_LATENCY: begin
                if (av_readLatency_reg) begin
                    av_readLatencyNext_reg = av_readLatency_reg - 1;
                end
                else begin
                    readDataEN_reg = 1'b1;
                    stateNext_reg = ST_WAIT;
                end
            end  
            ST_WRITE_TIMING: begin
                avmaster_chipselect = 1'b1;
                if (av_setup_reg) begin
                    av_setupNext_reg = av_setup_reg - 1;
                end
                else if (av_writeWait_reg) begin
                    av_writeWaitNext_reg = av_writeWait_reg - 1;
                    avmaster_write = 1'b1;
                end
                else if (av_hold_reg) begin
                    av_holdNext_reg = av_hold_reg - 1;
                    avmaster_write = 1'b1;
                    stateNext_reg = ST_WRITE_HOLD;
                end
                else begin
                    avmaster_write = 1'b1;
                    stateNext_reg = ST_WAIT;
                end
            end  
            ST_WRITE_HOLD: begin
                avmaster_chipselect = 1'b1;
                if (av_hold_reg) begin
                    av_holdNext_reg = av_hold_reg - 1;
                end
                else begin
                    stateNext_reg = ST_WAIT;
                end
            end  
            ST_WAIT: begin
                waitCountReset_reg = 1'b0;
                if (waitEnd) begin
                    stateNext_reg = ST_PC_INCR;
                end
            end  
            ST_LOAD: begin
              loadEN_reg = 1'b1;
              stateNext_reg = ST_PC_INCR;
            end  
            ST_PC_INCR: begin
                if (~simReady) begin             
                    pcNext_reg = pc_reg + 1;
                    stateNext_reg = ST_FETCH;
                end
            end  
       endcase  
     end
     assign opCode = instructionVector [INSTR_SIZE-1:INSTR_SIZE-OPCODE_SIZE];
     assign address = instructionVector [INSTR_SIZE-(OPCODE_SIZE+1):INSTR_SIZE-(ADDRESS_SIZE+OPCODE_SIZE)];
     assign data = instructionVector [DATA_SIZE-1:0];
     assign simReady = (instructionVector === {INSTR_SIZE{1'bx}});   
     assign waitEnd = (waitCount_reg == (wait_reg-1));
     assign setup = (state_reg == ST_LOAD) ? address[AVALON_PARAM_SIZE-1:0] : 0;
     assign hold = (state_reg == ST_LOAD) ? data[4*AVALON_PARAM_SIZE-1:3*AVALON_PARAM_SIZE] : 0;
     assign readLatency = (state_reg == ST_LOAD) ? data[3*AVALON_PARAM_SIZE-1:2*AVALON_PARAM_SIZE] : 0;
     assign writeWait = (state_reg == ST_LOAD) ? data[2*AVALON_PARAM_SIZE-1:AVALON_PARAM_SIZE] : 0;
     assign readWait = (state_reg == ST_LOAD) ? data[AVALON_PARAM_SIZE-1:0] : 0;
     assign avmaster_address    = (avmaster_chipselect) ? address : 0;
     assign readdataWatch   = (readDataEN_reg) ? avmaster_readdata : 0;
     assign avmaster_writedata  = ((state_reg == ST_WRITE_TIMING) || (state_reg == ST_WRITE_HOLD)) ? data : 0;
     assign programCounter = pc_reg;
endmodule
</file>
<file path="/design/flow/run.sh">
#!/bin/bash
# OpenROAD 26Q1-2900-gdf79404cd8, Yosys 0.63+post, stock flow scripts
make -C /OpenROAD-flow-scripts/flow DESIGN_CONFIG=/design/flow/config.mk WORK_HOME=/design/flow/orfs finish
</file>
==> run summary <==
The full implementation flow was run.

The run finished with clean final reports. The required time of the worst setup path stands at about 9000 ps. The final timing report counts setup violations totalling 0. STA reports a reg2reg setup slack of around 7700 ps.

The startpoint identified for the worst register-to-register timing path is wait_reg[18]. The width of the die stands at 153 microns. For this design, the sink count on the clock tree is around 160. At the worst endpoint, the arrival time is 4000 ps. The post-placement cell area stands at between 10000 and 15000 sq um. The synthesized design contains 0 enable-type register cells. The floorplan utilization stands at between 40% and 50%. Yosys mapped the design onto roughly 75 distinct sky130hd cell types. Detailed routing inserted a total of 8174 vias.

The clock insertion delay at the later pin of the skew report stands at roughly 430 ps. The critical path goes through inv_1 -> ha_1 -> or3b_1 -> or3_4 -> or3_4 -> or4_1 -> nor2_1 -> a21oi_1 -> nor2_2 -> buf_4 -> and2_1 -> clkdlybuf4s50_1. STA classifies the critical path endpoint as a primary output.

The layout-stage area growth over the synthesis result stands at 31.6%. The max-capacitance violation count stands at 0. For reference, the final report shows the hold violation count at 0. The wire-length estimate of the detail-placed layout is roughly 18 mm. The capture point of the worst register-to-register path is recorded as state_reg[5]. The share of async-settable or async-resettable flops after synthesis stands at about four fifths. The final global-route overflow total stands at 0.

The post-cts gate resize count stands at 0. Per STA, the highest per-stage delay on the worst path measures 480 ps. Clock tree synthesis selected as its root buffer the cell clkbuf_16. Setup repair after global routing left no endpoint under its margin.

The tally of buffers added on design ports stands at about 210. For the pin with the worst max-slew slack, the measured transition is approximately 1000 ps. The number of hold buffers added after CTS was 0. The accumulated negative setup slack stands at 0 ps. The number of clock buffers added by TritonCTS is 17. The via count of the first global-routing pass is between 7000 and 8000. The total die size stands at approximately 23000 sq um. The die height stands at about 150 microns. The area of the mapped netlist stands at 9090 sq um. The path class of the tightest hold or removal check is flip-flop to flip-flop.

between 200 and 250 I/O pins were placed. The stage logs contain a warning count of 27. The number of antenna violations at the first check in global routing was 0. Entering global routing, the biggest net connects 63 pins. The longest clock path from root to sink contains 2 buffers. Looking at hold timing, the worst path starts from pc_reg[6].

The clock period could shrink to about 6300 ps. The first-pass GRT wire length stands at 41.2 mm. The final design instance area without fill stands at about 12000 sq um. The number of levels the H-tree was split into stands at 4. Looking at the setup timing report, the critical path kind is flip-flop to primary output. By instance count, the cell type seen most on the critical path is or3_4. STA classifies the critical path startpoint as a flip-flop. The overall power of the completed layout stands at about 1.2 mW. Across every metal layer, demand over resource in global routing totals between 20 and 25%. TritonCTS built the clock tree.

The total of fill cells in the finished design stands at about 2000. The synthesis warning total stands at 1. For reference, the post-synthesis area per instance comes to ~8.5 sq um.

The wire length recorded after detailed routing is 24.8 mm. After floorplanning, the core was sized to cover 22000 sq um. In this run the core area contains between 50 and 60 standard-cell rows.

The final period utilization stands at between 50% and 60%. Hold analysis shows the worst path with a depth of 1. The detail route stage leaves a number of antenna-violating nets equal to 0.

For this design, the slowest cell found on the critical path is clkdlybuf4s50_1. The clock-pin slew on the worst setup and hold paths stands at 80 ps. The commonest register cell is dfrtp_1. Per the final layout report, the fraction of cells sized above drive strength 1 comes to ~6.0%. The number of cells reported by Yosys stat comes to around 1100. The peak fanout along the critical path stands at 32.

Logic depth along the worst register-to-register path is recorded as 8. The peak supply drop stands at 0.0949 mV. The max-slew violation count stands at 0. The sequential share of the synthesized area stands at a little over two fifths. The weighted congestion at the end of routability-driven global placement stands at 0.875. In the synthesized netlist, the number of instances is roughly 1100. In this run the static leakage power is roughly 4.9 nW. The count of state elements after synthesis stands at between 150 and 200. The first routing iteration left 413 violations. The post-detailed-route via-to-cell ratio stands at between 5 and 6. The worst max-slew margin expressed relative to the limit stands at roughly a third. Buffers added to address setup during post-CTS repair amount to 0.

The flow reports an fmax of 0.159 GHz. The worst setup skew after layout stands at 10.3 ps. The Yosys chip area stands at between 9000 and 10000 sq um. The DRC violation count after routing stands at 0. The worst hold path terminates at pc_reg[6]. The number of inserted diodes stands at 0. According to the report, the first pass of detailed routing completed in 27 iterations. The power per unit of standard cell area stands at 103 nW/um^2.

The final routed wire length divided by cell count stands at around 16 microns.
worst max-delay path: cells and delay by family, from the launching register on:
family / cells / cell delay [ps]
simple gates: 7 / 2040
compound gates: 1 / 120
fa+ha+maj: 1 / 170
buf+inv: 3 / 820
flops: 1 / 420
placed cells by master, fill, tap and decap left out, types with 8 or more instances in the layout:
cell / n
a21oi_1: 50
nor3_1: 36
dfrtp_1: 126
o22a_1: 9
buf_4: 17
nand4_1: 10
nor3b_1: 11
clkdlybuf4s50_1: 207
o21ai_0: 95
and3_1: 8
nand3_1: 22
inv_1: 23
xor2_1: 39
a31oi_1: 11
or3_1: 17
ha_1: 10
and2_1: 98
xnor2_1: 33
nand2_1: 136
clkbuf_16: 17
nor4_1: 13
dfxtp_1: 32
nor2_1: 87
a22o_1: 31
stage by stage:
| step | hold slack, ps | setup WS, ps | instances | util (%) |
|---|---|---|---|---|
| after floorplan | 420 | 5740 | 1065 | - |
| after CTS | 473 | 5080 | 1540 | 54.3 |
| after global placement | 453 | 5560 | 1508 | 51.6 |
| final | 468 | 5120 | 1540 | 54.3 |
| after detailed placement | 460 | 5560 | 1508 | 51.6 |
| after global routing | 497 | 4850 | 1540 | 54.3 |
report_power, final:
group	internal [mW]	leakage, nW	switching [mW]
registers	0.564	1.72	0.00136
clock network	0.313	0.284	0.260
logic	0.0513	2.85	0.0386
total	0.929	4.85	0.300
cell usage after synthesis, types with 3 or more instances:
| cell type | n | area [sq um] |
|---|---|---|
| a211o_1 | 3 | 26.3 |
| a211oi_1 | 3 | 22.5 |
| a21o_1 | 3 | 22.5 |
| a21oi_1 | 50 | 250 |
| a22o_1 | 31 | 272 |
| a22oi_1 | 5 | 37.5 |
| a31oi_1 | 11 | 68.8 |
| and2_1 | 98 | 613 |
| and3_1 | 8 | 50.1 |
| buf_2 | 4 | 20.0 |
| buf_6 | 7 | 78.8 |
| clkbuf_1 | 46 | 173 |
| dfrtp_1 | 126 | 3150 |
| dfxtp_1 | 32 | 641 |
| ha_1 | 10 | 125 |
| inv_1 | 24 | 90.1 |
| mux2i_1 | 6 | 60.1 |
| nand2_1 | 136 | 510 |
| nand2b_1 | 3 | 18.8 |
| nand3_1 | 23 | 115 |
| nand3b_1 | 4 | 30.0 |
| nand4_1 | 10 | 62.6 |
| nor2_1 | 87 | 327 |
| nor2b_1 | 4 | 25.0 |
| nor3_1 | 37 | 185 |
| nor3b_1 | 11 | 82.6 |
| nor4_1 | 13 | 81.3 |
| o211ai_1 | 3 | 22.5 |
| o21ai_0 | 95 | 475 |
| o21ai_1 | 4 | 20.0 |
| o22a_1 | 9 | 78.8 |
| o22ai_1 | 5 | 31.3 |
| o31ai_1 | 4 | 30.0 |
| or2_2 | 6 | 37.5 |
| or3_1 | 17 | 106 |
| or4_1 | 6 | 45.0 |
| or4_4 | 3 | 33.8 |
| xnor2_1 | 33 | 289 |
| xor2_1 | 39 | 342 |
kinds of logic (layout without fill, tap and decap cells):
kind of cell               count (synthesis)  in the layout  synth area share [%]
muxes                                      7              7                 0.785
buffers and inverters                     85            280                  4.23
and+or+nand+nor                          483            483                  27.4
AOI/OAI and AO/OA                        247            247                  17.2
other                                      2              2                0.0826
DFF                                      159            159                  42.0
xor gates and xnor gates                  72             72                  6.94
adders and majority gates                 10             10                  1.38
routing by layer:
metal,vias up,global-route usage [%],wire length (microns)
met5,-,0,0
met4,0,2.65,314
met3,19,5.36,1920
met2,286,33.7,10800
met1,3788,36.2,11800
li1,4081,-,-
worst max-delay path by stage:
stage,from,to,slack (ps),cells after the start
after CTS,av_setup_reg[0],readdataWatch[29],5080,12
after global routing,av_setup_reg[0],readdataWatch[18],4850,12
final,av_setup_reg[0],readdataWatch[8],5120,12
final cells by class:
class                           count  area [sq um]  area share, %
Clock inverter                     15           174           1.45
Inverter                           24          92.6          0.774
Sequential cell                   159          3820           32.0
Multi-Input combinational cell    821          4890           40.9
Clock buffer                       17           425           3.56
Timing Repair Buffer              224          2200           18.4
Tap cell                          280           350           2.93
Power figures rest on the tool's default switching activity, not on a simulated workload.
